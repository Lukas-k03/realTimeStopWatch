### config.mk
export PLATFORM = sky130hd
export DESIGN_NAME = finalOutput
export DESIGN_NICKNAME = finalOutput
export VERILOG_FILES = /design/flow/design.v
export SDC_FILE = /design/flow/constraint.sdc
export NUM_CORES = 4
export LEC_CHECK = 1
export CORE_UTILIZATION = 30
### constraint.sdc
current_design finalOutput

set clk_period 1.2
set clk_io_pct 0.2

create_clock -name clk0 -period $clk_period [get_ports {Start_Stop}]
create_clock -name clk1 -period $clk_period [get_ports {clock}]

set non_clock_inputs [all_inputs -no_clocks]
set_input_delay [expr $clk_period * $clk_io_pct] -clock clk0 $non_clock_inputs
set_output_delay [expr $clk_period * $clk_io_pct] -clock clk0 [all_outputs]
### design.v
module BCDtoSevenSegment(A,B,C,D,a,b,c,d,e,f,g);
input A,B,C,D;
output a,b,c,d,e,f,g;
assign a = (~A & ~B & ~C & D) | B & ~D;
assign b = B & (C^D);
assign c = ~B & C & ~D;
assign d = (B & ~(C^D)) | (~B & ~C & D);
assign e = (D | (B & ~C));
assign f = (~B & ((~A & D) | C)) | (C & D);
assign g = (~A & ~B & ~C) | (B & C & D);
endmodule
module clk_divider(clock, rst, clk_in);
input clock, rst;
output clk_in;
wire [18:0] din;
wire [18:0] clkdiv;
DFF0 dff_inst0(
    .data_in(din[0]),
	 .clock(clock),
	 .reset(rst),
    .data_out(clkdiv[0])
);
genvar i;
generate
for (i = 1; i < 19; i=i+1) 
	begin : dff_gen_label
		 DFF0 dff_inst (
			  .data_in (din[i]),
			  .clock(clkdiv[i-1]),
			  .reset(rst),
			  .data_out(clkdiv[i])
		 );
		 end
endgenerate
assign din = ~clkdiv;
assign clk_in = clkdiv[18];
endmodule
module DFF0(data_in,clock,reset, data_out);
input data_in;
input clock,reset;
output reg data_out;
always@(posedge clock)
	begin
		if(reset)
			data_out<=1'b0;
		else
			data_out<=data_in;
	end	
endmodule
module TFF0 (
data  ,  
clk   ,  
reset ,  
q        
);
input data, clk, reset ; 
output q;
reg q;
always @ ( posedge clk or posedge reset)
if (reset) begin
  q <= 1'b0;
end else if (data) begin
  q <= !q;
end
endmodule
module finalOutput(reset,Start_Stop,clock,A,B,C,D);
input reset, Start_Stop , clock;
wire clockout;
wire q;
wire [2:0]ceq9;
wire inc1,inc2,inc3;
output [6:0]A; 
output [6:0]B; 
output [6:0]C;
output [6:0]D;  
clk_divider c1(.clock(clock), .rst(0), .clk_in(clockout));
TFF0 T1(.data(1),.clk(Start_Stop),.reset(0),.q(q));  
oneDisplay D1 (.clock(clockout),.inc(q),.reset(reset),.a(D[6]),.b(D[5]),.c(D[4]),.d(D[3]),.e(D[2]),.f(D[1]),.g(D[0]),.ceq9(ceq9[0]));
assign inc1= ceq9[0] & q;
assign inc2= ceq9[1] & inc1;
assign inc3= ceq9[2] & inc2;
oneDisplay C1 (.clock(clockout),.inc(inc1),.reset(reset),.a(C[6]),.b(C[5]),.c(C[4]),.d(C[3]),.e(C[2]),.f(C[1]),.g(C[0]),.ceq9(ceq9[1]));
oneDisplay B1 (.clock(clockout),.inc(inc2),.reset(reset),.a(B[6]),.b(B[5]),.c(B[4]),.d(B[3]),.e(B[2]),.f(B[1]),.g(B[0]),.ceq9(ceq9[2]));
oneDisplayC6 A1 (.clock(clockout),.inc(inc3),.reset(reset),.a(A[6]),.b(A[5]),.c(A[4]),.d(A[3]),.e(A[2]),.f(A[1]),.g(A[0]));
endmodule
module fourBitRippleCarry(A,inc,sum,cout);  
input [3:0]A;
input inc;
output [3:0]sum;
output cout;
wire w1,w2,w3;
half_adder g1 (.x(A[0]), .y(inc), .sum(sum[0]), .cout(w1));
half_adder g2 (.x(A[1]), .y(w1), .sum(sum[1]), .cout(w2));  
half_adder g3 (.x(A[2]), .y(w2), .sum(sum[2]), .cout(w3));
half_adder g4 (.x(A[3]), .y(w3), .sum(sum[3]), .cout(cout)); 
endmodule
module half_adder (x,y,sum,cout);
input x,y;
output sum,cout;
assign sum = (x^y);
assign cout = (x & y);
endmodule
module mod10Count(clock,inc,reset,count,ceq9);
output [3:0]count;
input clock,inc,reset;
wire [3:0]w;
wire rst;
wire ext;
wire clockout;
output ceq9;
assign rst = (ceq9 & inc) | (reset);
fourByDFF1 m101(.clock(clock), .cin(w), .reset(rst),.cout(count));
assign ceq9 = (count == 4'b 1001)? 1 : 0;
fourBitRippleCarry G2(.A(count),.inc(inc),.sum(w),.cout(ext));
endmodule
module fourByDFF1(clock,cin,reset,cout);
input clock;
input [3:0]cin;
input reset;
output [3:0]cout;
DFF0 d1(.data_in(cin[0]), .clock(clock), .reset(reset), .data_out(cout[0]));
DFF0 d2(.data_in(cin[1]), .clock(clock), .reset(reset), .data_out(cout[1]));
DFF0 d3(.data_in(cin[2]), .clock(clock), .reset(reset), .data_out(cout[2]));
DFF0 d4(.data_in(cin[3]), .clock(clock), .reset(reset), .data_out(cout[3]));
endmodule
module mod6Count(clock,inc,reset,count);
output [3:0]count;
input clock,inc,reset;
wire [3:0]w;
wire rst;
wire ext;
wire clockout;
wire ceq9;
assign rst = (ceq9 & inc) | (reset);
fourByDFF2 m61(.clock(clock), .cin(w), .reset(rst),.cout(count));
assign ceq9 = (count == 4'b 0101)? 1 : 0;
fourBitRippleCarry G2(.A(count),.inc(inc),.sum(w),.cout(ext));
endmodule
module fourByDFF2(clock,cin,reset,cout);
input clock;
input [3:0]cin;
input reset;
output [3:0]cout;
DFF0 d1(.data_in(cin[0]), .clock(clock), .reset(reset), .data_out(cout[0]));
DFF0 d2(.data_in(cin[1]), .clock(clock), .reset(reset), .data_out(cout[1]));
DFF0 d3(.data_in(cin[2]), .clock(clock), .reset(reset), .data_out(cout[2]));
DFF0 d4(.data_in(cin[3]), .clock(clock), .reset(reset), .data_out(cout[3]));
endmodule
module oneDisplay(clock,inc,reset,a,b,c,d,e,f,g,ceq9);
input clock,inc,reset;
output a,b,c,d,e,f,g;
wire [3:0]O;
output ceq9;
mod10Count G2(.clock(clock),.inc(inc),.reset(reset),.count(O),.ceq9(ceq9));
BCDtoSevenSegment G3(.A(O[3]),.B(O[2]),.C(O[1]),.D(O[0]),.a(a),.b(b),.c(c),.d(d),.e(e),.f(f),.g(g));
endmodule
module oneDisplayC6(clock,inc,reset,a,b,c,d,e,f,g);
input clock,inc,reset;
output a,b,c,d,e,f,g;
wire [3:0]O;
wire ceq9;
mod6Count G2(.clock(clock),.inc(inc),.reset(reset),.count(O));
BCDtoSevenSegment G3(.A(O[3]),.B(O[2]),.C(O[1]),.D(O[0]),.a(a),.b(b),.c(c),.d(d),.e(e),.f(f),.g(g));
endmodule
### run.sh
#!/bin/bash
# OpenROAD 26Q1-2900-gdf79404cd8, Yosys 0.63+post, stock flow scripts
make -C /OpenROAD-flow-scripts/flow DESIGN_CONFIG=/design/flow/config.mk WORK_HOME=/design/flow/orfs finish
==> metrics.yaml <==
ys_sh_aoi_pct: 8.13
required_ps: 1080
grt_pass1_vias: 889
worst-path-max-fanout: 3
place_inst: 260
drc: 0
whs_endpoint: "c1.dff_inst0.data_out$_DFF_P_"
yosysSeqAreaShare_pct: 39.7
gp_congestion: 0.738
synth.logic.top_family: "buffers and inverters"
die_x_um: 79.8
r2r-start: "T1.q$_DFF_P_"
io_pins: 31
flop_area_um2: 721
viasPerCell: 4.09
ys_cells: 192
netlist_area_um2: 1820
post_cts_buffers: 0
crit_path_start: "T1.q$_DFF_P_"
status: "finished clean"
skew_ps: 0
largest_reg_flops: 18
tool_warnings: 34
avgRoutedWirePerCell_um: 8.27
chip_area_um2: 6370
fp_util_pct: 32.0
syn_avg_cell_area_um2: 9.46
coreArea_um2: 5680
grt_max_degree: 18
grt_overflow_total: 0
xor_share_pct: 1.93
antennaDiodeCount: 0
fin_cells: 260
power-per-cell-area_nw_per_um2: 40.6
power_leakage_nw: 0.828
nFillCells: 591
synthAdderAreaFrac_pct: 13.8
cp_slowest_cell: "dfxtp_1"
grt_usage_pct: 7.12
yosys_most_used_dff: "dfxtp_1"
path_delay_family: "flip-flops"
p_int_mw: 0.0714
ys.flops: 36
lay_top_count: "dfxtp_1"
unclocked_regs: 34
rsz0062_at_grt: "false"
firstDrtPassIters: 5
end_kind: "register"
drive_gt1_share_pct: 4.26
syn-instance-count: 192
antenna_found_initial: 0
untimed_endpoints: 62
clk_pin_slew_ps: 0
largest-register: "c1.dff_gen_label.dff_inst.data_out"
post-route-util_pct: 34.6
path_buffers: 1
drtAntennaViolNets: 0
holdPathStages: 1
cp_cell_sequence: "inv_1"
area_delta_synth_final_pct: 8.20
worstSetupPathType: "register to register"
clkPwrFrac_pct: 0
ctsResizeCount: 0
cts_hold_buf: 0
r2r_setup_slack_ps: 690
final_layout_top_logic_cells: "36 x dfxtp_1, 29 x inv_1, 29 x clkdlybuf4s50_1"
switchingPower_mw: 0.00827
switching_share_pct: 10.4
regToRegEndpoint: "T1.q$_DFF_P_"
drt-total-wl_mm: 2.15
drtIter0Drc: 36
hold_class: "register to register"
slowest_delay_ps: 340
port_buffers: 29
ys_types: 27
rr_worst_depth: 1
synth.yosys.warnings: 5
comb_power_share_pct: 14.8
hold_viol: 0
muxShareOfSynthArea_pct: 1.24
drv_slew: 0
cp.arrival_ps: 400
ir_drop_uv: 170
min_from: "c1.dff_inst0.data_out$_DFF_P_"
logic_area_um2: 754
async_flop_share_pct: 0
die_h_um: 79.8
tightest_slew_ps: 516
yosys.area_share.simple_pct: 16.5
max-slew-margin-rel_pct: 65.6
setup-violations-final: 0
synth-edff-count: 0
yosysChipArea_um2: 1820
startpoint_type: "register"
cap_viol_max_count: 0
vias: 1064
whs_ps: 360
rows: 27
seqPwrFrac_pct: 85.2
fin_setup_tns_ps: 0
place_hpwl_mm: 1.72
grt_pass1_wl_mm: 3.73
-- how the worst max path moves through the flow --
stage              end  slack [ps]  depth (start not counted)
4_1_cts   T1.q$_DFF_P_         680                          1
5_1_grt   T1.q$_DFF_P_         660                          1
6_report  T1.q$_DFF_P_         690                          1
-- metal layers --
layer / vias up / global-route usage, % / routed length, µm
li1: 585 / - / -
met1: 460 / 11.3 / 1160
met2: 19 / 11.5 / 898
met3: 0 / 0.580 / 91
met4: 0 / 0 / 0
met5: - / 0 / 0
-- stage by stage --
stage	setup slack, ps	power (mW)	instance area, µm²
2_1_floorplan	714	0.0734	1820
3_3_place_gp	704	0.0797	1960
3_5_place_dp	689	0.0798	1960
4_1_cts	683	0.0798	1960
5_1_grt	660	0.0809	1960
6_report	688	0.0797	1960
-- cell usage after synthesis (2+ instances only) --
| cell | instances | share of area, % |
|---|---|---|
| a21o_1 | 4 | 1.7 |
| a21oi_1 | 4 | 1.1 |
| a31o_2 | 2 | 0.97 |
| and2_1 | 3 | 1.0 |
| buf_2 | 2 | 0.55 |
| buf_4 | 28 | 12 |
| clkbuf_1 | 3 | 0.62 |
| dfxtp_1 | 36 | 40 |
| ha_1 | 20 | 14 |
| inv_1 | 29 | 6.0 |
| mux2_2 | 2 | 1.2 |
| nand2_1 | 6 | 1.2 |
| nand2b_1 | 4 | 1.4 |
| nand3_1 | 2 | 0.55 |
| nand3b_1 | 2 | 0.83 |
| nor2_1 | 2 | 0.41 |
| nor2b_1 | 4 | 1.4 |
| nor3_1 | 10 | 2.8 |
| nor3b_1 | 9 | 3.7 |
| o21ai_0 | 4 | 1.1 |
| o21bai_1 | 4 | 1.7 |
| o31ai_1 | 4 | 1.7 |
| xnor2_1 | 4 | 1.9 |
-- logic make-up after synthesis --
kind of cell	count (synthesis)
AOI/OAI and AO/OA	22
xor gates and xnor gates	4
adders and majority gates	20
buffers and inverters	62
DFF	36
muxes	2
and+or+nand+nor	46
-- power by group through the flow --
| stage | logic [mW] | registers, mW | clock network [mW] |
|---|---|---|---|
| CTS | 0.0120 | 0.0679 | 0 |
| global route | 0.0130 | 0.0679 | 0 |
| finish | 0.0118 | 0.0679 | 0 |
-- layout make-up --
| class | instances | share of cell area [%] |
|---|---|---|
| multi-input combinational | 94 | 38.4 |
| sequential | 36 | 36.7 |
| timing repair buffer | 29 | 14.8 |
| inverter | 29 | 5.54 |
| tap | 72 | 4.59 |
Power is estimated from default activity; no workload was simulated.
